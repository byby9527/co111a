`run.sh`:
```
#!/bin/bash
# OpenROAD 26Q1-2900-gdf79404cd8, Yosys 0.63+post, stock flow scripts
make -C /OpenROAD-flow-scripts/flow DESIGN_CONFIG=/design/flow/config.mk WORK_HOME=/design/flow/orfs finish
```
`config.mk`:
```
export PLATFORM = sky130hd
export DESIGN_NAME = RAM64
export DESIGN_NICKNAME = RAM64
export VERILOG_FILES = /design/flow/design.v
export SDC_FILE = /design/flow/constraint.sdc
export NUM_CORES = 4
export LEC_CHECK = 1
export CORE_UTILIZATION = 40
```
`constraint.sdc`:
```
current_design RAM64

set clk_period 21.0
set clk_io_pct 0.2

create_clock -name clk0 -period $clk_period [get_ports {clock}]

set non_clock_inputs [all_inputs -no_clocks]
set_input_delay [expr $clk_period * $clk_io_pct] -clock clk0 $non_clock_inputs
set_output_delay [expr $clk_period * $clk_io_pct] -clock clk0 [all_outputs]
```
`design.v`:
```
module Nand(input a, b, output out);
  nand g1(out, a, b);
endmodule
module Not(input in, output out);
  Nand g1(in, in, out);
endmodule
module Or(input a, b, output out);
  Not g1(a, nota);
  Not g2(b, notb);
  Nand g3(nota, notb, out);
endmodule
module Xor(input a, b, output out);
  Nand g1(a, b, AnandB);
  Or   g2(a, b, AorB);
  And  g3(AnandB, AorB, out);
endmodule
module And(input a, b, output out);
  Nand g1(a, b, AnandB);
  Nand g2(AnandB, AnandB, out);
endmodule
module Or8Way(input[7:0] in, output out);
  Or g1(in[7], in[6], or76);
  Or g2(in[5], in[4], or54);
  Or g3(in[3], in[2], or32);
  Or g4(in[1], in[0], or10);
  Or g5(or76, or54, or74);
  Or g6(or32, or10, or30);
  Or g7(or74, or30, out);
endmodule
module Not16(input[15:0] in, output[15:0] out);
  Not g15(in[15], out[15]);
  Not g14(in[14], out[14]);
  Not g13(in[13], out[13]);
  Not g12(in[12], out[12]);
  Not g11(in[11], out[11]);
  Not g10(in[10], out[10]);
  Not g09(in[9], out[9]);
  Not g08(in[8], out[8]);
  Not g07(in[7], out[7]);
  Not g06(in[6], out[6]);
  Not g05(in[5], out[5]);
  Not g04(in[4], out[4]);
  Not g03(in[3], out[3]);
  Not g02(in[2], out[2]);
  Not g01(in[1], out[1]);
  Not g00(in[0], out[0]);
endmodule
module And16(input[15:0] a, b, output[15:0] out);
  And g15(a[15], b[15], out[15]);
  And g14(a[14], b[14], out[14]);
  And g13(a[13], b[13], out[13]);
  And g12(a[12], b[12], out[12]);
  And g11(a[11], b[11], out[11]);
  And g10(a[10], b[10], out[10]);
  And g09(a[9], b[9], out[9]);
  And g08(a[8], b[8], out[8]);
  And g07(a[7], b[7], out[7]);
  And g06(a[6], b[6], out[6]);
  And g05(a[5], b[5], out[5]);
  And g04(a[4], b[4], out[4]);
  And g03(a[3], b[3], out[3]);
  And g02(a[2], b[2], out[2]);
  And g01(a[1], b[1], out[1]);
  And g00(a[0], b[0], out[0]);
endmodule
module Or16(input[15:0] a, b, output[15:0] out);
  Or g15(a[15], b[15], out[15]);
  Or g14(a[14], b[14], out[14]);
  Or g13(a[13], b[13], out[13]);
  Or g12(a[12], b[12], out[12]);
  Or g11(a[11], b[11], out[11]);
  Or g10(a[10], b[10], out[10]);
  Or g09(a[9], b[9], out[9]);
  Or g08(a[8], b[8], out[8]);
  Or g07(a[7], b[7], out[7]);
  Or g06(a[6], b[6], out[6]);
  Or g05(a[5], b[5], out[5]);
  Or g04(a[4], b[4], out[4]);
  Or g03(a[3], b[3], out[3]);
  Or g02(a[2], b[2], out[2]);
  Or g01(a[1], b[1], out[1]);
  Or g00(a[0], b[0], out[0]);
endmodule
module Mux(input a, b, sel, output out);
  Not g1(sel, nsel);
  And g2(a, nsel, o1);
  And g3(b, sel, o2);
  Or  g4(o1, o2, out);
endmodule
module DMux(input in, sel, output a, b);
  Not g1(sel, nsel);
  And g2(nsel, in, a);
  And g3(sel,  in, b);
endmodule
module Mux16(input[15:0] a, b, input sel, output[15:0] out);
  Mux g15(a[15], b[15], sel, out[15]);
  Mux g14(a[14], b[14], sel, out[14]);
  Mux g13(a[13], b[13], sel, out[13]);
  Mux g12(a[12], b[12], sel, out[12]);
  Mux g11(a[11], b[11], sel, out[11]);
  Mux g10(a[10], b[10], sel, out[10]);
  Mux g09(a[9],  b[9],  sel, out[9]);
  Mux g08(a[8],  b[8],  sel, out[8]);
  Mux g07(a[7],  b[7],  sel, out[7]);
  Mux g06(a[6],  b[6],  sel, out[6]);
  Mux g05(a[5],  b[5],  sel, out[5]);
  Mux g04(a[4],  b[4],  sel, out[4]);
  Mux g03(a[3],  b[3],  sel, out[3]);
  Mux g02(a[2],  b[2],  sel, out[2]);
  Mux g01(a[1],  b[1],  sel, out[1]);
  Mux g00(a[0],  b[0],  sel, out[0]);
endmodule
module Mux4Way16(input[15:0] a,b,c,d, input[1:0] sel, output[15:0] out);
  wire [15:0] outab, outcd;
  Mux16 g1(a, b, sel[0], outab);
  Mux16 g2(c, d, sel[0], outcd);
  Mux16 g3(outab, outcd, sel[1], out);
endmodule
module Mux8Way16(input[15:0] a,b,c,d,e,f,g,h, input[2:0] sel, output[15:0] out);
  wire [15:0] outad, outeh;
  Mux4Way16 g1(a, b, c, d, sel[1:0], outad);
  Mux4Way16 g2(e, f, g, h, sel[1:0], outeh);
  Mux16     g3(outad, outeh, sel[2], out);
endmodule
module DMux4Way(input in, input[1:0] sel, output a,b,c,d);
  Not  g1(sel[1], nsel1);
  Not  g2(sel[0], nsel0);
  And  g3(nsel1,  nsel0,  sel00);
  And  g4(nsel1,  sel[0], sel01);
  And  g5(sel[1], nsel0,  sel10);
  And  g6(sel[1], sel[0], sel11);
  DMux g7(in, sel00, d0, a);
  DMux g8(in, sel01, d1, b);
  DMux g9(in, sel11, d2, d);
  DMux g10(in, sel10, d3, c);
endmodule
module DMux8Way(input in, input[2:0] sel, output a,b,c,d,e,f,g,h);
  Not g1(sel[2], nsel2);
  And g2(in, sel[2], s2h);
  And g3(in, nsel2,  s2l);
  DMux4Way g4(s2h, sel[1:0], e, f, g, h);
  DMux4Way g5(s2l, sel[1:0], a, b, c, d);
endmodule
module HalfAdder(input a,b, output sum, carry);
  Xor g1(a, b, sum);
  And g2(a, b, carry);
endmodule
module FullAdder(input a,b,c, output sum, carry);
  wire s1, c1, c2;
  Xor g1(a,  b,  s1);
  Xor g2(s1, c,  sum);
  And g3(a,  b,  c1);
  And g4(s1, c,  c2);
  Xor g5(c2, c1, carry);
endmodule
module Add16(input[15:0] a,b, output[15:0] out);
  wire [15:0] c;
  FullAdder g01(a[0],  b[0],  1'b0,  out[0],  c[0]);
  FullAdder g02(a[1],  b[1],  c[0],  out[1],  c[1]);
  FullAdder g03(a[2],  b[2],  c[1],  out[2],  c[2]);
  FullAdder g04(a[3],  b[3],  c[2],  out[3],  c[3]);
  FullAdder g05(a[4],  b[4],  c[3],  out[4],  c[4]);
  FullAdder g06(a[5],  b[5],  c[4],  out[5],  c[5]);
  FullAdder g07(a[6],  b[6],  c[5],  out[6],  c[6]);
  FullAdder g08(a[7],  b[7],  c[6],  out[7],  c[7]);
  FullAdder g09(a[8],  b[8],  c[7],  out[8],  c[8]);
  FullAdder g10(a[9],  b[9],  c[8],  out[9],  c[9]);
  FullAdder g11(a[10], b[10], c[9],  out[10], c[10]);  
  FullAdder g12(a[11], b[11], c[10], out[11], c[11]);   
  FullAdder g13(a[12], b[12], c[11], out[12], c[12]);   
  FullAdder g14(a[13], b[13], c[12], out[13], c[13]);   
  FullAdder g15(a[14], b[14], c[13], out[14], c[14]);   
  FullAdder g16(a[15], b[15], c[14], out[15], c[15]);
endmodule
module Inc16(input[15:0] in, output[15:0] out);
  Add16 g1(in, 16'h1, out);
endmodule
module ALU(input[15:0] x, y, input zx,nx,zy,ny,f,no, output[15:0] out, output zr, ng);
  wire[15:0] x1, notx1, x2, y1, noty1, y2, andxy, addxy, o1, noto1, o2;
  wire orLow, orHigh, notzr;
  Mux16 g1(x,  16'b0, zx, x1);    
  Not16 g2(x1, notx1);
  Mux16 g3(x1, notx1, nx, x2);    
  Mux16 g4(y,  16'b0, zy, y1);    
  Not16 g5(y1, noty1);
  Mux16 g6(y1, noty1, ny, y2);    
  Add16 g7(x2, y2, addxy);        
  And16 g8(x2, y2, andxy);        
  Mux16 g9(andxy, addxy, f, o1);  
  Not16 g10(o1, noto1);
  Mux16 g11(o1, noto1, no, o2);    
  And16 g12(o2, o2, out); 
  Or8Way g13(out[7:0],  orLow);   
  Or8Way g14(out[15:8], orHigh); 
  Or    g15(orLow, orHigh, notzr);   
  Not   g16(notzr, zr);             
  And   g17(o2[15], o2[15], ng);    
  And16 g18(o2, o2, out);
endmodule
module DFF (input in, clock, output out);
  reg q;
  assign out = q;
  always @(posedge clock) begin
    q = in;
  end
endmodule
module Bit(input in, clock, load, output out);
  wire dffin;
  Mux m1(out, in, load, dffin);
  DFF dff1(dffin, clock, out);
endmodule
module Register(input[15:0] in, input clock, load, output[15:0] out);
  Bit g01(in[15], clock, load, out[15]);
  Bit g02(in[14], clock, load, out[14]);
  Bit g03(in[13], clock, load, out[13]);
  Bit g04(in[12], clock, load, out[12]);
  Bit g05(in[11], clock, load, out[11]);
  Bit g06(in[10], clock, load, out[10]);
  Bit g07(in[9],  clock, load, out[9]);
  Bit g08(in[8],  clock, load, out[8]);
  Bit g09(in[7],  clock, load, out[7]);
  Bit g10(in[6],  clock, load, out[6]);
  Bit g11(in[5],  clock, load, out[5]);
  Bit g12(in[4],  clock, load, out[4]);
  Bit g13(in[3],  clock, load, out[3]);
  Bit g14(in[2],  clock, load, out[2]);
  Bit g15(in[1],  clock, load, out[1]);
  Bit g16(in[0],  clock, load, out[0]);
endmodule
module PC(input[15:0] in, input clock, load, inc, reset, output[15:0] out);
  wire[15:0] if1, if2, if3, oInc, o;
  Or g1(load, inc, loadInc);
  Or g2(loadInc, reset, loadIncReset);
  Inc16 inc1(o, oInc);
  And16 g3(o, o, out);
  Mux16 g4(o,   oInc,  inc,   if1);
  Mux16 g5(if1, in,    load,  if2);
  Mux16 g6(if2, 16'b0, reset, if3);
  Register reg1(if3, clock, loadIncReset, o);
endmodule
module RAM8(input[15:0] in, input clock, load, input[2:0] address, output[15:0] out);
  wire[15:0] o0,o1,o2,o3,o4,o5,o6,o7;
  DMux8Way g0(load, address, L0, L1, L2, L3, L4, L5, L6, L7);
  Register r0(in, clock, L0, o0);
  Register r1(in, clock, L1, o1);
  Register r2(in, clock, L2, o2);
  Register r3(in, clock, L3, o3);
  Register r4(in, clock, L4, o4);
  Register r5(in, clock, L5, o5);
  Register r6(in, clock, L6, o6);
  Register r7(in, clock, L7, o7);
  Mux8Way16 g1(o0, o1, o2, o3, o4, o5, o6, o7, address, out);
endmodule
module RAM64(input[15:0] in, input clock, load, input[5:0] address, output[15:0] out);
  wire[15:0] o0,o1,o2,o3,o4,o5,o6,o7;
  DMux8Way g0(load, address[5:3], L0, L1, L2, L3, L4, L5, L6, L7);
  RAM8 m0(in,  clock, L0, address[2:0], o0);
  RAM8 m1(in,  clock, L1, address[2:0], o1);
  RAM8 m2(in,  clock, L2, address[2:0], o2);
  RAM8 m3(in,  clock, L3, address[2:0], o3);
  RAM8 m4(in,  clock, L4, address[2:0], o4);
  RAM8 m5(in,  clock, L5, address[2:0], o5);
  RAM8 m6(in,  clock, L6, address[2:0], o6);
  RAM8 m7(in,  clock, L7, address[2:0], o7);
  Mux8Way16 g1(o0, o1, o2, o3, o4, o5, o6, o7, address[5:3], out);
endmodule
module ROM32K(input[14:0] address, output[15:0] out);
  reg[15:0] m[0:2**15-1];
  assign out = m[address];
endmodule
module RAM8K(input[15:0] in, input clock, load, input[12:0] address, output[15:0] out);
  reg[15:0] m[0:2**13-1];
  assign out = m[address];
  always @(posedge clock) begin
    if (load) m[address] = in;
  end
endmodule
module RAM16K(input[15:0] in, input clock, load, input[13:0] address, output[15:0] out);
  reg[15:0] m[0:2**14-1];
  assign out = m[address];
  always @(posedge clock) begin
    if (load) m[address] = in;
  end
endmodule
module Memory(input[15:0] in, input clock, load, input[14:0] address, output[15:0] out);
  wire[15:0] outM, outS, outK, outSK;
  Not g1(address[14], N14);
  And g2(N14, load, Mload);
  And g3(address[14], load, Sload);
  RAM16K ram16k(in, clock, Mload, address[13:0], outM);
  RAM8K  screen(in, clock, Sload, address[12:0], outS);
  Register keyboard(16'h0F0F, clock, 1'b0, outK);
  Mux16 g4(outM, outSK, address[14], out);
  Mux16 g5(outS, outK,  address[13], outSK);
endmodule
module CPU(input[15:0] inM, I, input clock, reset, output[15:0] outM, output writeM, output[14:0] addressM, pc);
  wire[15:0] Ain, Aout, AorM, ALUout, Dout, pcOut, addressMOut;
  Or  g1(ng, zr, ngzr);    
  Not g2(ngzr, g);      
  And g3(ng, I[2], passLT);     
  And g4(zr, I[1], passEQ);     
  And g5(g,  I[0], passGT);     
  Or  g6(passLT, passEQ, passLE);
  Or  g7(passLE, passGT, pass);
  And g8(I[15], pass, PCload);      
  Mux16 g9(Aout, inM, I[12], AorM);  
  ALU alu(Dout, AorM, I[11], I[10], I[9], I[8], I[7], I[6], ALUout, zr, ng);
  PC pc1(Aout, clock, PCload, 1'b1, reset, pcOut);
  assign pc = pcOut[14:0];
  Not g10(I[15], Atype);
  And g11(I[15], I[5], AluToA);  
  Or  g12(Atype, AluToA, Aload);
  Mux16 g13(I, ALUout, AluToA, Ain);  
  Register A(Ain, clock, Aload, Aout);
  And g14(I[15], I[4], Dload);  
  Register D(ALUout, clock, Dload, Dout);
  assign addressM = Aout[14:0];
  And g16(I[15], I[3], writeM);  
  And16 g17(ALUout, ALUout, outM);
endmodule
module Computer(input clock, reset);
  wire[15:0] inM, outM, I;
  wire[14:0] addressM, pc;
  Memory ram(inM, !clock, loadM, addressM, outM);
  ROM32K rom(pc, I);
  CPU    cpu(outM, I, clock, reset, inM, loadM, addressM, pc);	
endmodule
```
==> flow_summary.ini <==
; implementation run metrics
[global_routing]
first_global_vias = 20995
overflow = 0
grtUsageTotal_pct = 22.6
grt_pass1_wl_um = 145000
grt_max_degree = 67
antenna_found_initial = 2

[clock_network]
clk_transition_reported_paths_ns = 0.06
cts_num_sinks = 1024
cts_resized = 0
cts_buffers = 99
post-cts-setup-buffer-count = 0
cts_tree = yes
root_buffer = clkbuf_16
cts_htree_levels = 3
clockBufferDepth = 3
hold_buffers = 0

[synthesis]
ys_sh_adder_pct = 0
yosys.area_share.simple_pct = 2.17
top_area_share_pct = 77.5
synth-xor-area-share_pct = 0
ys_cells = 1809
synth.distinct_cells = 45
edf_count = 1024
synthMuxAreaShare_pct = 15.3
ys_seq_share_pct = 77.5
syn_inst = 1809
yosys.area_share.aoi_pct = 3.06
synthTopLogicFamily = multiplexers
yosysWarningCount = 37
area_leaders = edfxtp_1, mux4_2, mux2i_1
ys.flops = 1024
synth_area_um2 = 39700
avgSynthCellArea_um2 = 21.9
ys_area_um2 = 39700
top_area_cell = edfxtp_1
yosys_most_used_dff = edfxtp_1
synthMostInstantiatedCell = edfxtp_1
common_cells = edfxtp_1, mux4_2, nand2_1
synth-async-reset-ratio_pct = 0

[die]
die_area_um2 = 100000
num_rows = 115
die_height_um = 317
dieWidth_um = 317
ios = 40
fp-utilization_pct = 40.4
core_area_um2 = 98300

[timing]
worstMarginPinSlew_ns = 0.987
fmax_ghz = 0.0790
hold_viol = 0
tns_ns = 0
rsz0062_at_grt = no
relSlewSlack_pct = 33.7
slew_viol_final = 0
setup_viol_count_final = 0
min_period_ns = 12.66
finalClockPeriodUsage_pct = 60.3

[critical_path]
max_stage_delay_ns = 0.82
crit_path_frequent_cell = buf_4
worstPathArrival_ns = 8.46
worstPathMaxFanout = 45
critPathCaptureType = output port
slowest_stage = a311oi_1
cp_data_required_time_ns = 16.80
crit_chain = buf_8, buf_4, buf_4, mux4_2, nor2_1, o21ai_0, o32ai_1, a311oi_1, clkdlybuf4s50_1
cp.buffers_inverters = 4
cp_top_family = buffers and inverters
crit_path_start_kind = primary input
crit_path_start = address[0]
critical_path_class = in2out

[routing]
postRouteWirelength_um = 99800
diodes = 0
drt_iter0_markers = 1387
ant_nets = 0
avgRoutedWirePerCell_um = 30.1
dr_total_vias = 18989
drc = 0
first_pass_iters = 7
via_per_inst = 5.72

[cells_and_area]
final_layout_size_suffix_gt1_share_pct = 27.3
stdcell_count = 3318
nFillCells = 7970
flop_area_um2 = 30700
area_delta_synth_final_pct = 13.7
layout.area.comb_um2 = 8160

[hold_path]
min_path_type = in2reg
holdCritStartpoint = in[4]

[place]
portBuffers = 39
dp_cells = 3137
dp_hpwl_um = 60400
globalplace.congestion = 0.930

[pwr]
leakagePower_nw = 14.2
ir_worst_vdd_mv = 0.0771
powerDensity_nw_per_um2 = 95.5

[flow_run]
tool_warnings = 26
max-cap-violations = 0

[status]
status = completed
-- per-layer routing --
metal / vias to the layer above / wire [µm] / track usage (%)
met5: - / 349 / 2.37
met4: 10 / 2920 / 5.23
met3: 163 / 17200 / 17.8
met2: 1246 / 46800 / 32.5
met1: 9676 / 32400 / 27.7
li1: 7894 / - / -
-- power breakdown --
part,internal (W),switching (W),total [W]
clock network,0.00107,0.000744,0.00181
logic,0.0000781,0.000147,0.000225
registers,0.00226,0.00000290,0.00227
total,0.00341,0.000893,0.00430
-- logic make-up after synthesis --
family                 after synthesis
buffers and inverters              123
AND-OR/OR-AND                      166
AND/OR/NAND/NOR                    197
flip-flops                        1024
multiplexers                       299
-- cell type report --
type,instances,area share [%]
clock buffers,115,5.68
clock inverters,66,1.68
inverters,3,0.0250
multi-input cells,662,18.1
flip-flops and latches,1024,68.2
well taps,1287,3.57
repair buffers,161,2.72
-- path summary, 6_finish.rpt --
kind              endpoint  slack [ns]  cells past startpoint
setup / recovery   out[12]        8.34                      9
hold / removal        flop        4.06                      1
-- through the flow --
step	util [%]	instance area, µm²	total power [W]	hold WS, ns	setup slack, ns
after floorplan	-	39700	0.00243	4.30	10.96
after global placement	42.5	41800	0.00253	4.74	8.28
after detailed placement	42.5	41800	0.00253	4.75	8.29
after CTS	45.9	45100	0.00433	4.05	8.30
after global routing	45.9	45100	0.00442	4.09	7.93
final	45.9	45100	0.00430	4.06	8.34
-- cells in the final DEF (no fill, tap or decap), types with 6 or more instances in the layout --
cell / synthesis / routed
nor2_1: 74 / 73
clkbuf_16: 0 / 100
buf_2: 35 / 18
o21ai_0: 11 / 11
buf_4: 41 / 122
a22oi_1: 47 / 47
mux4_2: 246 / 246
clkdlybuf4s50_1: 0 / 19
edfxtp_1: 1024 / 1024
a221oi_1: 8 / 8
nor2b_1: 9 / 9
clkinvlp_4: 0 / 6
mux2i_1: 45 / 45
o211ai_1: 19 / 19
clkinv_2: 0 / 15
mux2_2: 8 / 8
nand2_1: 84 / 84
bufinv_16: 0 / 16
a21oi_1: 34 / 34
and3_1: 6 / 6
clkinv_1: 0 / 23
a22o_1: 10 / 10
clkbuf_1: 27 / 15
Power is estimated from default activity; no workload was simulated.
